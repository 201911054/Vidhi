==> ./design.v <==
`timescale 1ns / 1ps
module main_code(mult,in1,in2,clk,rst);
input clk, rst;
input [7:0] in1,in2;
output [15:0] mult;
wire [7:0] x,y;  
wire [15:0] prod;  
wire [7:0] w1,w2,w3,w4,w5,w6,w7,w8;  
wire [7:0] h;  
wire [7:0] f1,f2,f3,f4,f5,f6;  
wire [7:0] c1;  
wire [7:0] fc1,fc2,fc3,fc4,fc5,fc6,ff;  
reg8 r1(x,in1,clk,rst);  
reg8 r2(y,in2,clk,rst);
assign prod[0] = x[0] & y[0];
assign w1[0] = x[1] & y[0];  
assign w1[1] = x[2] & y[0];
assign w1[2] = x[3] & y[0];
assign w1[3] = x[4] & y[0];
assign w1[4] = x[5] & y[0];
assign w1[5] = x[6] & y[0];
assign w1[6] = ~(x[7] & y[0]);
assign w2[0] = x[0] & y[1];  
assign w2[1] = x[1] & y[1];
assign w2[2] = x[2] & y[1];
assign w2[3] = x[3] & y[1];
assign w2[4] = x[4] & y[1];
assign w2[5] = x[5] & y[1];
assign w2[6] = x[6] & y[1];
assign w2[7] = ~(x[7] & y[1]);
HA a1(prod[1],c1[0],w1[0],w2[0]);  
HA a2(h[0],c1[1],w1[1],w2[1]);
HA a3(h[1],c1[2],w1[2],w2[2]);
HA a4(h[2],c1[3],w1[3],w2[3]);
HA a5(h[3],c1[4],w1[4],w2[4]);
HA a6(h[4],c1[5],w1[5],w2[5]);
HA a7(h[5],c1[6],w1[6],w2[6]);
assign w3[0] = x[0] & y[2];  
assign w3[1] = x[1] & y[2];
assign w3[2] = x[2] & y[2];
assign w3[3] = x[3] & y[2];
assign w3[4] = x[4] & y[2];
assign w3[5] = x[5] & y[2];
assign w3[6] = x[6] & y[2];
assign w3[7] = ~(x[7] & y[2]);
FA b1(prod[2],fc1[0],w3[0],c1[0],h[0]);
FA b2(f1[1],fc1[1],w3[1],c1[1],h[1]);  
FA b3(f1[2],fc1[2],w3[2],c1[2],h[2]);
FA b4(f1[3],fc1[3],w3[3],c1[3],h[3]);
FA b5(f1[4],fc1[4],w3[4],c1[4],h[4]);
FA b6(f1[5],fc1[5],w3[5],c1[5],h[5]);
FA b7(f1[6],fc1[6],w3[6],c1[6],w2[7]);
assign w4[0] = x[0] & y[3];  
assign w4[1] = x[1] & y[3];
assign w4[2] = x[2] & y[3];
assign w4[3] = x[3] & y[3];
assign w4[4] = x[4] & y[3];
assign w4[5] = x[5] & y[3];
assign w4[6] = x[6] & y[3];
assign w4[7] = ~(x[7] & y[3]);
FA ac1(prod[3],fc2[0],w4[0],fc1[0],f1[1]);
FA ac2(f2[1],fc2[1],w4[1],fc1[1],f1[2]);  
FA ac3(f2[2],fc2[2],w4[2],fc1[2],f1[3]);
FA ac4(f2[3],fc2[3],w4[3],fc1[3],f1[4]);
FA ac5(f2[4],fc2[4],w4[4],fc1[4],f1[5]);
FA ac6(f2[5],fc2[5],w4[5],fc1[5],f1[6]);
FA ac7(f2[6],fc2[6],w4[6],fc1[6],w3[7]);
assign w5[0] = x[0] & y[4];  
assign w5[1] = x[1] & y[4];
assign w5[2] = x[2] & y[4];
assign w5[3] = x[3] & y[4];
assign w5[4] = x[4] & y[4];
assign w5[5] = x[5] & y[4];
assign w5[6] = x[6] & y[4];
assign w5[7] = ~(x[7] & y[4]);
FA d1(prod[4],fc3[0],w5[0],fc2[0],f2[1]);
FA d2(f3[1],fc3[1],w5[1],fc2[1],f2[2]);  
FA d3(f3[2],fc3[2],w5[2],fc2[2],f2[3]);
FA d4(f3[3],fc3[3],w5[3],fc2[3],f2[4]);
FA d5(f3[4],fc3[4],w5[4],fc2[4],f2[5]);
FA d6(f3[5],fc3[5],w5[5],fc2[5],f2[6]);
FA d7(f3[6],fc3[6],w5[6],fc2[6],w4[7]);
assign w6[0] = x[0] & y[5];  
assign w6[1] = x[1] & y[5];
assign w6[2] = x[2] & y[5];
assign w6[3] = x[3] & y[5];
assign w6[4] = x[4] & y[5];
assign w6[5] = x[5] & y[5];
assign w6[6] = x[6] & y[5];
assign w6[7] = ~(x[7] & y[5]);
FA e1(prod[5],fc4[0],w6[0],fc3[0],f3[1]);
FA e2(f4[1],fc4[1],w6[1],fc3[1],f3[2]);  
FA e3(f4[2],fc4[2],w6[2],fc3[2],f3[3]);
FA e4(f4[3],fc4[3],w6[3],fc3[3],f3[4]);
FA e5(f4[4],fc4[4],w6[4],fc3[4],f3[5]);
FA e6(f4[5],fc4[5],w6[5],fc3[5],f3[6]);
FA e7(f4[6],fc4[6],w6[6],fc3[6],w5[7]);
assign w7[0] = x[0] & y[6];  
assign w7[1] = x[1] & y[6];
assign w7[2] = x[2] & y[6];
assign w7[3] = x[3] & y[6];
assign w7[4] = x[4] & y[6];
assign w7[5] = x[5] & y[6];
assign w7[6] = x[6] & y[6];
assign w7[7] = ~(x[7] & y[6]);
FA cc1(prod[6],fc5[0],w7[0],fc4[0],f4[1]);
FA cc2(f5[1],fc5[1],w7[1],fc4[1],f4[2]);  
FA cc3(f5[2],fc5[2],w7[2],fc4[2],f4[3]);
FA cc4(f5[3],fc5[3],w7[3],fc4[3],f4[4]);
FA cc5(f5[4],fc5[4],w7[4],fc4[4],f4[5]);
FA cc6(f5[5],fc5[5],w7[5],fc4[5],f4[6]);
FA cc7(f5[6],fc5[6],w7[6],fc4[6],w5[7]);
assign w8[0] = ~(x[0] & y[7]);  
assign w8[1] = ~(x[1] & y[7]);
assign w8[2] = ~(x[2] & y[7]);
assign w8[3] = ~(x[3] & y[7]);
assign w8[4] = ~(x[4] & y[7]);
assign w8[5] = ~(x[5] & y[7]);
assign w8[6] = ~(x[6] & y[7]);
assign w8[7] = x[7] & y[7];
FA g1(prod[7],fc6[0],w8[0],fc5[0],f5[1]);
FA g2(f6[1],fc6[1],w8[1],fc5[1],f5[2]);  
FA g3(f6[2],fc6[2],w8[2],fc5[2],f5[3]);
FA g4(f6[3],fc6[3],w8[3],fc5[3],f5[4]);
FA g5(f6[4],fc6[4],w8[4],fc5[4],f5[5]);
FA g6(f6[5],fc6[5],w8[5],fc5[5],f5[6]);
FA g7(f6[6],fc6[6],w8[6],fc5[6],w6[7]);
FA aa1(prod[8], ff[0], 1'b1, fc6[0], f6[1]);  
FA aa2(prod[9], ff[1], ff[0], fc6[1], f6[2]);
FA aa3(prod[10], ff[2], ff[1], fc6[2], f6[3]);
FA aa4(prod[11], ff[3], ff[2], fc6[3], f6[4]);
FA aa5(prod[12], ff[4], ff[3], fc6[4], f6[5]);
FA aa6(prod[13], ff[5], ff[4], fc6[5], f6[6]);
FA aa7(prod[14], ff[6], ff[5], fc6[6], w8[7]);
HA aa8(prod[15], ff[7], ff[6], 1'b1);
reg16 r3(mult,prod,clk,rst);  
endmodule
module d_ff(q,d,clk,rst);
input d,clk,rst;
output reg q;
always @(posedge clk)
begin
 if(rst==1'b1)
  q <= 1'b0;
 else
  q <= d;
end
endmodule
module HA(s,c,a,b);
input a,b;
output s,c;
assign s = a^b;
assign c = a&b;
endmodule
module FA(sum,car,a,b,c);
input a,b,c;
output sum,car;
assign sum = (a^b^c);
assign car = ((a&b)|(b&c)|(c&a));
endmodule
module reg8(out,in,clk,rst);
input [7:0] in;
input clk, rst;
output [7:0] out;
d_ff a0(out[0],in[0],clk,rst);
d_ff a1(out[1],in[1],clk,rst);
d_ff a2(out[2],in[2],clk,rst);
d_ff a3(out[3],in[3],clk,rst);
d_ff a4(out[4],in[4],clk,rst);
d_ff a5(out[5],in[5],clk,rst);
d_ff a6(out[6],in[6],clk,rst);
d_ff a7(out[7],in[7],clk,rst);
endmodule
module reg16(out,in,clk,rst);
input [15:0] in;
input clk, rst;
output [15:0] out;
d_ff a0(out[0],in[0],clk,rst);
d_ff a1(out[1],in[1],clk,rst);
d_ff a2(out[2],in[2],clk,rst);
d_ff a3(out[3],in[3],clk,rst);
d_ff a4(out[4],in[4],clk,rst);
d_ff a5(out[5],in[5],clk,rst);
d_ff a6(out[6],in[6],clk,rst);
d_ff a7(out[7],in[7],clk,rst);
d_ff a8(out[8],in[8],clk,rst);
d_ff a9(out[9],in[9],clk,rst);
d_ff a10(out[10],in[10],clk,rst);
d_ff a11(out[11],in[11],clk,rst);
d_ff a12(out[12],in[12],clk,rst);
d_ff a13(out[13],in[13],clk,rst);
d_ff a14(out[14],in[14],clk,rst);
d_ff a15(out[15],in[15],clk,rst);
endmodule
==> ./run.sh <==
#!/bin/bash
# OpenROAD 26Q1-2900-gdf79404cd8, Yosys 0.63+post, stock flow scripts
make -C /OpenROAD-flow-scripts/flow DESIGN_CONFIG=/design/flow/config.mk WORK_HOME=/design/flow/orfs finish
==> ./config.mk <==
export PLATFORM = sky130hd
export DESIGN_NAME = main_code
export DESIGN_NICKNAME = main_code
export VERILOG_FILES = /design/flow/design.v
export SDC_FILE = /design/flow/constraint.sdc
export NUM_CORES = 4
export LEC_CHECK = 1
export CORE_UTILIZATION = 40
==> ./constraint.sdc <==
current_design main_code

set clk_period 7.4
set clk_io_pct 0.2

create_clock -name clk0 -period $clk_period [get_ports {clk}]

set non_clock_inputs [all_inputs -no_clocks]
set_input_delay [expr $clk_period * $clk_io_pct] -clock clk0 $non_clock_inputs
set_output_delay [expr $clk_period * $clk_io_pct] -clock clk0 [all_outputs]
==> flow_summary.json <==
{
  "syn-mean-instance-area_sq_um": 10.3,
  "period_used_pct": 92.2,
  "routability_congestion_estimate_from_global_placement": 0.802,
  "cell_with_the_biggest_individual_delay_on_the_critical_path": "sky130_fd_sc_hd__fa_1",
  "worstSetupEndpointType": "register",
  "first_iter_violations": 24,
  "netlist.area_leader.share_pct": 37.6,
  "power.ir.vdd_worst_mv": 0.128,
  "cts_post_setup_buffers_inserted": 0,
  "grt_use_total_pct": 14.0,
  "clock_insertion_delay_worst_skew_ns": 0.28,
  "dp_slack_ns": 0.566,
  "synth-simple-area-share_pct": 21.0,
  "die_w_um": 82.0,
  "postCtsHoldBufs": 0,
  "overflow": 0,
  "drt_pass1_iterations": 4,
  "worst-slew-pin-transition_ns": 0.310,
  "post_route_cells_drive_above_1_share_pct": 3.32,
  "detail_route.antenna_diodes": 0,
  "slowest_delay_ns": 0.51,
  "worst_r2r_startpoint": "r2.a0.q$_SDFF_PP0_",
  "cts_buf_count": 5,
  "yosys.stat.chipArea_sq_um": 2560,
  "syn-instance-count": 248,
  "detail_route.wirelength_um": 3330,
  "min_from": "r2.a0.q$_SDFF_PP0_",
  "wire_length_of_the_first_global_routing_pass_um": 6960,
  "outcome": "complete, no violations",
  "min_to": "r3.a0.q$_SDFF_PP0_",
  "dpl.hpwl_um": 2740,
  "syn2layout_area_growth_pct": 15.6,
  "floorplan.die.height_um": 82.0,
  "powerDensity_nw_per_um2": 187,
  "cts.htree.levels": 2,
  "multiInputGateArea_sq_um": 1600,
  "initial_utilization_pct": 42.2,
  "clock_input_transition_at_the_sequential_cells_of_the_worst_setup_and_hold_paths_ns": 0.07,
  "setup_skew_after_layout_ns": 0.00721,
  "achievable-frequency_ghz": 0.147,
  "wl_per_cell_um": 9.62,
  "setup.worst_path.class": "reg -> reg",
  "topCombFamilyByArea": "adder cells",
  "antenna_left": 0,
  "nFillCells": 562,
  "critical_path_required_ns": 7.62,
  "setup-tns-final_ns": 0,
  "yosysCellCount": 248,
  "post-route-drc-count": 0,
  "critPathArrivalTime_ns": 7.04,
  "timing.hold.worst_path_depth": 1,
  "max_slew_margin_pct": 79.3,
  "topCellsByArea": "sky130_fd_sc_hd__fa_1, sky130_fd_sc_hd__dfxtp_1, sky130_fd_sc_hd__and2_1, sky130_fd_sc_hd__inv_1, sky130_fd_sc_hd__nor2b_1",
  "synth.yosys.warnings": 1,
  "vias_per_cell": 4.28,
  "post_synth_num_cell_types": 10,
  "postSynth.asyncResetShare_pct": 0,
  "worst_hold_path_type": "reg -> reg",
  "critical_path.startpoint_type": "register",
  "tool_warning_count": 25,
  "core_area_sq_um": 6060,
  "ff_latch_area_sq_um": 641,
  "vias": 1480,
  "timing.reg2reg.setup_slack_ns": 0.58,
  "cts-resized-gates": 0,
  "design_power_total_w": 0.000553,
  "grt_setup_unrepaired": "false",
  "antenna_found_initial": 0,
  "pin_count_of_the_biggest_net_entering_global_routing": 33,
  "final.setup.worst_slack_ns": 0.579,
  "floorplan.io_pins": 34,
  "path_max_fanout": 8,
  "netlist_area_before_placement_sq_um": 2560,
  "grt_pass1_vias": 1634,
  "synth.cellmix.compoundShare_pct": 0,
  "yosys-top-cells-count": "sky130_fd_sc_hd__fa_1, sky130_fd_sc_hd__and2_1, sky130_fd_sc_hd__inv_1, sky130_fd_sc_hd__dfxtp_1, sky130_fd_sc_hd__nor2b_1",
  "xor_and_xnor_fraction_of_the_mapped_netlist_area_pct": 0,
  "fp.dieArea_sq_um": 6720,
  "enable_flop_cells": 0,
  "leading_register_cell_type_out_of_synthesis": "sky130_fd_sc_hd__dfxtp_1",
  "finalHoldViolCount": 0,
  "synth.mux.area_fraction_pct": 0,
  "timing.final.setup_violations": 0,
  "ys_seq_share_pct": 25.0,
  "ctsRootBufferMaster": "sky130_fd_sc_hd__clkbuf_8",
  "io_buffers": 33,
  "synth_dominant_cell_count": "sky130_fd_sc_hd__fa_1",
  "worst_path_most_repeated_cell": "sky130_fd_sc_hd__fa_1",
  "rows": 28,
  "yosys_register_bits": 32,
  "crit_path_cell_chain": "nand2_1 -> ha_1 -> inv_1 -> fa_1 -> inv_1 -> fa_1 -> fa_1 -> fa_1 -> fa_1 -> inv_1 -> fa_1 -> ha_1 -> inv_1 -> fa_1 -> fa_1 -> fa_1 -> fa_1 -> fa_1 -> inv_1 -> fa_1 -> nor2_1",
  "cellLeakagePower_nw": 1.33,
  "slew_viol_final": 0,
  "clock_sinks": 32,
  "ff2ff_path_depth": 21,
  "cts-root-to-sink-buffers": 2,
  "synth-adder-area-share_pct": 41.5,
  "min_period_ns": 6.82,
  "synth_area_leader_cell": "sky130_fd_sc_hd__fa_1",
  "tritoncts": "built",
  "critical_path.reg2reg.endpoint": "r3.a14.q$_SDFF_PP0_",
  "timing.max_cap.violations": 0
}
-- placed cells by master (no fill, tap or decap), drive strengths merged --
| master | count |
|---|---|
| nor2 | 6 |
| nor2b | 25 |
| fa | 48 |
| inv | 47 |
| clkdlybuf4s50 | 33 |
| clkinvlp | 1 |
| and2 | 47 |
| and3b | 1 |
| dfxtp | 32 |
| bufinv | 1 |
| buf | 1 |
| clkbuf | 5 |
| clkinv | 1 |
| nand2 | 15 |
| ha | 8 |
-- worst max-delay path by stage --
stage                    endpoint  slack (ns)  cells past startpoint          startpoint
CTS           r3.a14.q$_SDFF_PP0_        0.53                     21  r2.a0.q$_SDFF_PP0_
global route  r3.a14.q$_SDFF_PP0_        0.19                     21  r2.a0.q$_SDFF_PP0_
finish        r3.a14.q$_SDFF_PP0_        0.58                     21  r2.a0.q$_SDFF_PP0_
-- cell type report --
type	count	share of cell area, %
clock inverters	3	1.44
multi-input cells	150	54.0
repair buffers	34	11.4
clock buffers	5	2.33
inverters	47	5.96
flip-flops and latches	32	21.6
well taps	75	3.17
-- where the power goes --
part	switching, W	internal (W)	total [W]
Sequential	0.0000123	0.000198	0.000210
Clock	0.0000674	0.0000996	0.000167
Combinational	0.0000703	0.000106	0.000176
-- cells by family (layout without fill, tap and decap cells) --
| group | after synthesis | after routing |
|---|---|---|
| DFF | 32 | 32 |
| and+or+nand+nor | 94 | 94 |
| adders and majority gates | 56 | 56 |
| buffers and inverters | 66 | 89 |
-- routing by layer --
metal / GRT usage, % / vias up / wire length [um]
met2: 24.1 / 24 / 1650
met3: 2.25 / 4 / 102
met1: 19.9 / 721 / 1540
met4: 1.40 / 0 / 38
met5: 0 / - / 0
li1: - / 731 / -
-- through the flow --
stage / std cells / util, % / instance area, sq um / hold slack (ns)
finish: 346 / 48.8 / 2960 / 0.616
global route: 346 / 48.8 / 2960 / 0.652
CTS: 346 / 48.8 / 2960 / 0.628
detailed placement: 338 / 47.0 / 2850 / 0.618
global placement: 338 / 47.0 / 2850 / 0.612
floorplan: 248 / - / 2560 / 0.528
-- critical path: cells and delay by family (launching register included) --
family,cells,cell delay [ns]
adders and majority gates,14,5.80
buffers and inverters,5,0.28
DFF,1,0.47
and+or+nand+nor,2,0.20
Power figures rest on the tool's default switching activity, not on a simulated workload.
